==> flow/design.v <==
`timescale 1ns / 1ps
module Data_Memory
(
	clk_i,
	addr_i,
	data_i,
	MemRead_i,
	MemWrite_i,
	data_o
);
input				clk_i;
input	[31:0]		addr_i;
input	[31:0]		data_i;
input				MemRead_i;
input				MemWrite_i;
output	[31:0] 		data_o;
reg		[31:0]		data_o;
reg		[7:0]		Mem 			[0:127];	 
integer				i;
wire	[31:0]		memory			[0:31];
assign  memory[0] = {Mem[3], Mem[2], Mem[1], Mem[0]};
assign  memory[1] = {Mem[7], Mem[6], Mem[5], Mem[4]};
assign  memory[2] = {Mem[11], Mem[10], Mem[9], Mem[8]};
assign  memory[3] = {Mem[15], Mem[14], Mem[13], Mem[12]};
assign  memory[4] = {Mem[19], Mem[18], Mem[17], Mem[16]};
assign  memory[5] = {Mem[23], Mem[22], Mem[21], Mem[20]};
assign  memory[6] = {Mem[27], Mem[26], Mem[25], Mem[24]};
assign  memory[7] = {Mem[31], Mem[30], Mem[29], Mem[28]};
assign  memory[8] = {Mem[35], Mem[34], Mem[33], Mem[32]};
assign  memory[9] = {Mem[39], Mem[38], Mem[37], Mem[36]};
assign  memory[10] = {Mem[43], Mem[42], Mem[41], Mem[40]};
assign  memory[11] = {Mem[47], Mem[46], Mem[45], Mem[44]};
assign  memory[12] = {Mem[51], Mem[50], Mem[49], Mem[48]};
assign  memory[13] = {Mem[55], Mem[54], Mem[53], Mem[52]};
assign  memory[14] = {Mem[59], Mem[58], Mem[57], Mem[56]};
assign  memory[15] = {Mem[63], Mem[62], Mem[61], Mem[60]};
assign  memory[16] = {Mem[67], Mem[66], Mem[65], Mem[64]};
assign  memory[17] = {Mem[71], Mem[70], Mem[69], Mem[68]};
assign  memory[18] = {Mem[75], Mem[74], Mem[73], Mem[72]};
assign  memory[19] = {Mem[79], Mem[78], Mem[77], Mem[76]};
assign  memory[20] = {Mem[83], Mem[82], Mem[81], Mem[80]};
assign  memory[21] = {Mem[87], Mem[86], Mem[85], Mem[84]};
assign  memory[22] = {Mem[91], Mem[90], Mem[89], Mem[88]};
assign  memory[23] = {Mem[95], Mem[94], Mem[93], Mem[92]};
assign  memory[24] = {Mem[99], Mem[98], Mem[97], Mem[96]};
assign  memory[25] = {Mem[103], Mem[102], Mem[101], Mem[100]};
assign  memory[26] = {Mem[107], Mem[106], Mem[105], Mem[104]};
assign  memory[27] = {Mem[111], Mem[110], Mem[109], Mem[108]};
assign  memory[28] = {Mem[115], Mem[114], Mem[113], Mem[112]};
assign  memory[29] = {Mem[119], Mem[118], Mem[117], Mem[116]};
assign  memory[30] = {Mem[123], Mem[122], Mem[121], Mem[120]};
assign  memory[31] = {Mem[127], Mem[126], Mem[125], Mem[124]};
initial begin
	for(i=0; i<128; i=i+1)
	Mem[i] = 8'b0;
	Mem[0] = 8'b0100; 
	Mem[4] = 8'b0101; 
	Mem[8] = 8'b0110; 
	Mem[12] = 8'b0111; 
	Mem[16] = 8'b1000; 
	Mem[20] = 8'b1001; 
	Mem[24] = 8'b1010; 
	Mem[28] = 8'b0010; 
	Mem[32] = 8'b0001; 
	Mem[36] = 8'b0011; 
end 
always@(posedge clk_i) begin
    if(MemWrite_i) begin
		Mem[addr_i+3] <= data_i[31:24];
		Mem[addr_i+2] <= data_i[23:16];
		Mem[addr_i+1] <= data_i[15:8];
		Mem[addr_i]   <= data_i[7:0];
	end
end
always@(addr_i or MemRead_i) begin
	if(MemRead_i)
		data_o = {Mem[addr_i+3], Mem[addr_i+2], Mem[addr_i+1], Mem[addr_i]};
end
endmodule
==> flow/run.sh <==
#!/bin/bash
# OpenROAD 26Q1-2900-gdf79404cd8, Yosys 0.63+post, stock flow scripts
make -C /OpenROAD-flow-scripts/flow DESIGN_CONFIG=/design/flow/config.mk WORK_HOME=/design/flow/orfs finish
==> flow/config.mk <==
export PLATFORM = sky130hd
export DESIGN_NAME = Data_Memory
export DESIGN_NICKNAME = Data_Memory
export VERILOG_FILES = /design/flow/design.v
export SDC_FILE = /design/flow/constraint.sdc
export NUM_CORES = 4
export LEC_CHECK = 1
export CORE_UTILIZATION = 40
==> flow/constraint.sdc <==
current_design Data_Memory

set clk_period 13.0
set clk_io_pct 0.2

create_clock -name clk0 -period $clk_period [get_ports {clk_i}]

set non_clock_inputs [all_inputs -no_clocks]
set_input_delay [expr $clk_period * $clk_io_pct] -clock clk0 $non_clock_inputs
set_output_delay [expr $clk_period * $clk_io_pct] -clock clk0 [all_outputs]
==> GITHUB_STEP_SUMMARY <==
## Synthesis and layout report

| Metric | Value |
|---|---|
| Startpoint Class | primary input |
| I/O Buffers | 73 |
| Yosys reg bits | about 1100 |
| Power density cells | just under 100 nW/um2 |
| Most numerous logic cell after layout | mux2i_1 |
| Maximum clock frequency | roughly 130 MHz |
| Synth warnings | 1 |
| Status | finished clean |
| CTS tree | yes |
| Crit path DRT | approximately 13 ns |
| Syn Std Cell Area | approximately 100000 um2 |
| WL/cell | approximately 50 um |
| 1st-pass router iterations | 11 |
| DIE AREA | between 200000 and 300000 um2 |
| Ys async rst share | 0% |
| CP Class | in -> reg |
| DRT Wirelength | around 640 mm |
| Cts repair resizes | 0 |
| Total Neg Setup Slack | 0 ns |
| Final ANT Viol Nets | 0 |
| Die width | 506.3 um |
| Final worst slack | between 5 and 6 ns |
| Final hold vios | 0 |
| First-pass GRT wire length | between 800 and 900 mm |
| Crit Path Max Fanout | 33 |
| Placement row count | about 180 |
| RSZ-0062 raised after global routing | false |
| Core footprint | 252100 um2 |
| Grt ovf | 0 |
| IO Pins | 99 |
| Max capacitance violation total | 0 |
| Peak VDD IR | around 0.14 mV |
| Yosys cell count | 9411 |
| Top cell type by total area after synthesis | edfxtp_1 |
| Die H | between 500 and 600 um |
| Cells after synthesis | ~9400 |
| Synth Area per Inst | approximately 11 um2 |
| Tightest Pin Transition | roughly 1.3 ns |
| Via count | roughly 94000 |
| Register pins left without a clock | 32 |
| Antenna violations before repair | about 110 |
| Synth Flop Type | edfxtp_1 |
| Slew HR | 10.53% |
| Area Growth Syn to Fin | 8.788% |
| Hold buffers post-CTS | 0 |
| Clock Tree Root | clkbuf_16 |
| Area post-placement | roughly 110000 um2 |
| Biggest area cells | edfxtp_1, mux4_2, mux2i_1 |
| Max H-tree Level | 4 |
| Vias in the first global route | between 80000 and 90000 |
| Post-layout min period | between 7 and 8 ns |
| CP Capture Type | flip-flop |
| DRC | 0 |
| Hold Crit Class | in -> reg |
| Tool Warnings | around 60 |
| Total GRT Usage | a little over half |
| Tcrit/Tclk final | between 60% and 70% |
| Critical path arrival | approximately 8.3 ns |
| Static Leakage | between 30 and 40 nW |
| Fin area | about 110000 um2 |
| Number of enable flip-flop cells | approximately 1000 |
| Placer Congestion | 1.129 |
| Pre-CTS setup slack | around 5 ns |
| Largest net degree at the start of global routing | ~120 |
| Area leader share | a little under a third |
| DP HPWL | ~450 mm |
| DR iter-0 viols | approximately 11000 |
| Setup bufs post-CTS | 0 |
| Endpoints left unconstrained | approximately 64 |
| Clock slew at reported path FFs | around 0.050 ns |
| YS chip area | between 100000 and 150000 um2 |
| Vias per cell | roughly 7.5 |
| Clock buffer depth | 3 |
| Final setup viols | 0 |
| Pre-Place Util | 40.35% |
| Max Slew Vio Count | 0 |
| Most numerous logic cells after layout | mux2i_1, mux4_2, edfxtp_1, nand2_1, o22ai_1 |
| Share of cells above drive strength 1 | roughly 28% |
| Cts bufs inserted | ~140 |
| Cell Type Count | 81 |
state kept, by name, summed over array words and instances, names as in the netlist:
name    flops
data_o     32
Mem      1024
per-stage QoR:
stage	cells	total power [mW]	util [%]	hold WS, ns
final	12500	10.99	43.90	2.322
after floorplan	9411	5.426	-	3.091
after detailed placement	12170	6.933	42.06	3.157
after CTS	12420	10.83	43.82	2.272
after global placement	12170	6.930	42.06	3.156
after global routing	12440	11.07	43.84	2.307
final timing paths:
| path | start | endpoint | slack, ns | cells after the start |
|---|---|---|---|---|
| setup / recovery | addr_i[0] | Mem[29][0]$_DFFE_PP_ | 5.15 | 11 |
| hold / removal | data_i[4] | Mem[85][4]$_DFFE_PP_ | 2.32 | 3 |
logic make-up after synthesis:
group | share of synthesized area [%]
latches | 0.4723
buffers and inverters | 4.787
and+or+nand+nor | 8.534
AOI/OAI and AO/OA | 15.00
adders and majority gates | 0.08609
xor gates and xnor gates | 0.1587
muxes | 40.73
DFF | 30.23
cell usage after synthesis (all sizes together), types with 159 or more instances:
| cell type | n |
|---|---|
| edfxtp | 1024 |
| mux4 | 1031 |
| nor2 | 438 |
| mux2 | 522 |
| a21o | 512 |
| nand3 | 159 |
| o21ai | 595 |
| clkbuf | 755 |
| mux2i | 1233 |
| buf | 398 |
| a21oi | 575 |
| nand2 | 1002 |
| o22ai | 613 |
final cells by class:
class | count | area [um2]
fillers | 22940 | 141400
multi-input cells | 7196 | 66050
flip-flops and latches | 1056 | 31230
repair buffers | 567 | 4534
well taps | 3348 | 4189
clock buffers | 160 | 3578
clock inverters | 83 | 847.1
diodes | 82 | 205.2
inverters | 6 | 32.53
power breakdown:
part / total, mW / leakage [nW] / internal (mW) / switching [mW]
registers: 3.84 / 9.47 / 3.73 / 0.102
logic: 3.22 / 27.3 / 1.01 / 2.22
clock network: 3.93 / 2.15 / 2.22 / 1.71
routing by layer:
metal	part of all wire, %	GRT usage [%]	up-vias
met4	8.2	31.50	104
met3	18	39.56	1862
met5	0.37	6.778	-
met1	33	62.33	46980
met2	40	67.74	8415
li1	-	-	36620
critical path: stages:
cell and delay, ns:
buf_8 0.18, inv_2 0.74, ha_2 0.59, buf_4 0.39, nor2_4 0.46, buf_4 0.69, nand2_1 0.21, nor2_2 0.74
buf_4 0.52, nand2_1 0.43, o2111ai_1 0.54
Power and IR drop assume default switching activity.
