==> flow/design.v <==
`timescale 1ns/1ps
module alu_top(
               src1,        
               src2,        
               less,        
               A_invert,    
               B_invert,    
               cin,         
               operation,   
               result,      
               cout,        
               );
input         src1;
input         src2;
input         less;
input         A_invert;
input         B_invert;
input         cin;
input [2-1:0] operation;
output        result;
output        cout;
reg           result;
wire          A_invertNsrc1_;
wire          B_invertNsrc2_;
wire          AND_;
wire          OR_;
wire          ADD_;
wire          COUT_;  
assign A_invertNsrc1_ = A_invert ? ~src1 : src1;
assign B_invertNsrc2_ = B_invert ? ~src2 : src2;
or(OR_,A_invertNsrc1_,B_invertNsrc2_);
and(AND_,A_invertNsrc1_,B_invertNsrc2_);
assign {COUT_,ADD_} = A_invertNsrc1_ + B_invertNsrc2_ + cin;
assign  cout = COUT_;
always@(*)
    begin
  case(operation)
	2'b00:result = AND_;    
	2'b01:result = OR_;
	2'b10:result = ADD_;
	2'b11:result = less; 
  endcase
    end
endmodule
`timescale 1ns/1ps
module alu(
           rst_n,          
           src1,           
           src2,           
           ALU_control,    
           result,         
           zero,           
           cout,           
           overflow        
           );
input           rst_n;
input  [32-1:0] src1;
input  [32-1:0] src2;
input   [4-1:0] ALU_control;
output [32-1:0] result;
output          zero;
output          cout;
output          overflow;
reg    [32-1:0] result;
reg             zero;
reg             cout;
reg             overflow;
wire   [31:0]   W;  
wire   [31:0]   R;  
wire            L;  
assign L = src1[31]^(~src2[31])^W[30];  
  	alu_top A0(.src1(src1[0]),
	     .src2(src2[0]), 
	     .less(L),
	     .A_invert(ALU_control[3]),
	     .B_invert(ALU_control[2]), 
	     .cin((~ALU_control[3])&(ALU_control[2])),   
	     .operation(ALU_control[1:0]),
	     .result(R[0]), 
	     .cout(W[0])); 	
  	alu_top A1(.src1(src1[1]),
	     .src2(src2[1]), 
	     .less(1'b0), 
	     .A_invert(ALU_control[3]), 
	     .B_invert(ALU_control[2]), 
	     .cin(W[0]), 
	     .operation(ALU_control[1:0]), 
	     .result(R[1]), 
	     .cout(W[1]));
  	alu_top A2(.src1(src1[2]),
	     .src2(src2[2]), 
	     .less(1'b0), 
	     .A_invert(ALU_control[3]), 
	     .B_invert(ALU_control[2]), 
	     .cin(W[1]), 
	     .operation(ALU_control[1:0]), 
	     .result(R[2]), 
	     .cout(W[2]));
    alu_top A3(.src1(src1[3]),
	     .src2(src2[3]), 
	     .less(1'b0), 
	     .A_invert(ALU_control[3]), 
	     .B_invert(ALU_control[2]), 
	     .cin(W[2]), 
	     .operation(ALU_control[1:0]), 
	     .result(R[3]), 
	     .cout(W[3]));  
    alu_top A4(.src1(src1[4]),
	     .src2(src2[4]), 
	     .less(1'b0), 
	     .A_invert(ALU_control[3]), 
	     .B_invert(ALU_control[2]), 
	     .cin(W[3]), 
	     .operation(ALU_control[1:0]), 
	     .result(R[4]), 
	     .cout(W[4]));
  	alu_top A5(.src1(src1[5]),
	     .src2(src2[5]), 
	     .less(1'b0), 
	     .A_invert(ALU_control[3]), 
	     .B_invert(ALU_control[2]), 
	     .cin(W[4]), 
	     .operation(ALU_control[1:0]), 
	     .result(R[5]), 
	     .cout(W[5]));
    alu_top A6(.src1(src1[6]),
	     .src2(src2[6]), 
	     .less(1'b0), 
	     .A_invert(ALU_control[3]), 
	     .B_invert(ALU_control[2]), 
	     .cin(W[5]), 
	     .operation(ALU_control[1:0]), 
	     .result(R[6]), 
	     .cout(W[6]));
    alu_top A7(.src1(src1[7]),
	     .src2(src2[7]), 
	     .less(1'b0), 
	     .A_invert(ALU_control[3]), 
	     .B_invert(ALU_control[2]), 
	     .cin(W[6]), 
	     .operation(ALU_control[1:0]), 
	     .result(R[7]), 
	     .cout(W[7]));
    alu_top A8(.src1(src1[8]),
	     .src2(src2[8]), 
	     .less(1'b0), 
	     .A_invert(ALU_control[3]), 
	     .B_invert(ALU_control[2]), 
	     .cin(W[7]), 
	     .operation(ALU_control[1:0]), 
	     .result(R[8]), 
	     .cout(W[8]));
	alu_top A9(.src1(src1[9]),
	     .src2(src2[9]), 
	     .less(1'b0), 
	     .A_invert(ALU_control[3]), 
	     .B_invert(ALU_control[2]), 
	     .cin(W[8]), 
	     .operation(ALU_control[1:0]), 
	     .result(R[9]), 
	     .cout(W[9]));
	alu_top A10(.src1(src1[10]),
	     .src2(src2[10]), 
	     .less(1'b0), 
	     .A_invert(ALU_control[3]), 
	     .B_invert(ALU_control[2]), 
	     .cin(W[9]), 
	     .operation(ALU_control[1:0]), 
	     .result(R[10]), 
	     .cout(W[10]));
alu_top A11(.src1(src1[11]),
	     .src2(src2[11]), 
	     .less(1'b0), 
	     .A_invert(ALU_control[3]), 
	     .B_invert(ALU_control[2]), 
	     .cin(W[10]), 
	     .operation(ALU_control[1:0]), 
	     .result(R[11]), 
	     .cout(W[11]));
alu_top A12(.src1(src1[12]),
	     .src2(src2[12]), 
	     .less(1'b0), 
	     .A_invert(ALU_control[3]), 
	     .B_invert(ALU_control[2]), 
	     .cin(W[11]), 
	     .operation(ALU_control[1:0]), 
	     .result(R[12]), 
	     .cout(W[12]));
alu_top A13(.src1(src1[13]),
	     .src2(src2[13]), 
	     .less(1'b0), 
	     .A_invert(ALU_control[3]), 
	     .B_invert(ALU_control[2]), 
	     .cin(W[12]), 
	     .operation(ALU_control[1:0]), 
	     .result(R[13]), 
	     .cout(W[13]));
alu_top A14(.src1(src1[14]),
	     .src2(src2[14]), 
	     .less(1'b0), 
	     .A_invert(ALU_control[3]), 
	     .B_invert(ALU_control[2]), 
	     .cin(W[13]), 
	     .operation(ALU_control[1:0]), 
	     .result(R[14]), 
	     .cout(W[14]));
alu_top A15(.src1(src1[15]),
	     .src2(src2[15]), 
	     .less(1'b0), 
	     .A_invert(ALU_control[3]), 
	     .B_invert(ALU_control[2]), 
	     .cin(W[14]), 
	     .operation(ALU_control[1:0]), 
	     .result(R[15]), 
	     .cout(W[15]));
alu_top A16(.src1(src1[16]),
	     .src2(src2[16]), 
	     .less(1'b0), 
	     .A_invert(ALU_control[3]), 
	     .B_invert(ALU_control[2]), 
	     .cin(W[15]), 
	     .operation(ALU_control[1:0]), 
	     .result(R[16]), 
	     .cout(W[16]));
alu_top A17(.src1(src1[17]),
	     .src2(src2[17]), 
	     .less(1'b0), 
	     .A_invert(ALU_control[3]), 
	     .B_invert(ALU_control[2]), 
	     .cin(W[16]), 
	     .operation(ALU_control[1:0]), 
	     .result(R[17]), 
	     .cout(W[17]));
alu_top A18(.src1(src1[18]),
	     .src2(src2[18]), 
	     .less(1'b0), 
	     .A_invert(ALU_control[3]), 
	     .B_invert(ALU_control[2]), 
	     .cin(W[17]), 
	     .operation(ALU_control[1:0]), 
	     .result(R[18]), 
	     .cout(W[18]));
alu_top A19(.src1(src1[19]),
	     .src2(src2[19]), 
	     .less(1'b0), 
	     .A_invert(ALU_control[3]), 
	     .B_invert(ALU_control[2]), 
	     .cin(W[18]), 
	     .operation(ALU_control[1:0]), 
	     .result(R[19]), 
	     .cout(W[19]));
alu_top A20(.src1(src1[20]),
	     .src2(src2[20]), 
	     .less(1'b0), 
	     .A_invert(ALU_control[3]), 
	     .B_invert(ALU_control[2]), 
	     .cin(W[19]), 
	     .operation(ALU_control[1:0]), 
	     .result(R[20]), 
	     .cout(W[20]));
alu_top A21(.src1(src1[21]),
	     .src2(src2[21]), 
	     .less(1'b0), 
	     .A_invert(ALU_control[3]), 
	     .B_invert(ALU_control[2]), 
	     .cin(W[20]), 
	     .operation(ALU_control[1:0]), 
	     .result(R[21]), 
	     .cout(W[21]));
alu_top A22(.src1(src1[22]),
	     .src2(src2[22]), 
	     .less(1'b0), 
	     .A_invert(ALU_control[3]), 
	     .B_invert(ALU_control[2]), 
	     .cin(W[21]), 
	     .operation(ALU_control[1:0]), 
	     .result(R[22]), 
	     .cout(W[22]));
alu_top A23(.src1(src1[23]),
	     .src2(src2[23]), 
	     .less(1'b0), 
	     .A_invert(ALU_control[3]), 
	     .B_invert(ALU_control[2]), 
	     .cin(W[22]), 
	     .operation(ALU_control[1:0]), 
	     .result(R[23]), 
	     .cout(W[23]));
alu_top A24(.src1(src1[24]),
	     .src2(src2[24]), 
	     .less(1'b0), 
	     .A_invert(ALU_control[3]), 
	     .B_invert(ALU_control[2]), 
	     .cin(W[23]), 
	     .operation(ALU_control[1:0]), 
	     .result(R[24]), 
	     .cout(W[24]));
alu_top A25(.src1(src1[25]),
	     .src2(src2[25]), 
	     .less(1'b0), 
	     .A_invert(ALU_control[3]), 
	     .B_invert(ALU_control[2]), 
	     .cin(W[24]), 
	     .operation(ALU_control[1:0]), 
	     .result(R[25]), 
	     .cout(W[25]));
alu_top A26(.src1(src1[26]),
	     .src2(src2[26]), 
	     .less(1'b0), 
	     .A_invert(ALU_control[3]), 
	     .B_invert(ALU_control[2]), 
	     .cin(W[25]), 
	     .operation(ALU_control[1:0]), 
	     .result(R[26]), 
	     .cout(W[26]));
alu_top A27(.src1(src1[27]),
	     .src2(src2[27]), 
	     .less(1'b0), 
	     .A_invert(ALU_control[3]), 
	     .B_invert(ALU_control[2]), 
	     .cin(W[26]), 
	     .operation(ALU_control[1:0]), 
	     .result(R[27]), 
	     .cout(W[27]));
alu_top A28(.src1(src1[28]),
	     .src2(src2[28]), 
	     .less(1'b0), 
	     .A_invert(ALU_control[3]), 
	     .B_invert(ALU_control[2]), 
	     .cin(W[27]), 
	     .operation(ALU_control[1:0]), 
	     .result(R[28]), 
	     .cout(W[28]));
alu_top A29(.src1(src1[29]),
	     .src2(src2[29]), 
	     .less(1'b0), 
	     .A_invert(ALU_control[3]), 
	     .B_invert(ALU_control[2]), 
	     .cin(W[28]), 
	     .operation(ALU_control[1:0]), 
	     .result(R[29]), 
	     .cout(W[29]));
alu_top A30(.src1(src1[30]),
	     .src2(src2[30]), 
	     .less(1'b0), 
	     .A_invert(ALU_control[3]), 
	     .B_invert(ALU_control[2]), 
	     .cin(W[29]), 
	     .operation(ALU_control[1:0]), 
	     .result(R[30]), 
	     .cout(W[30]));
alu_top A31(.src1(src1[31]),
	     .src2(src2[31]), 
	     .less(1'b0), 
	     .A_invert(ALU_control[3]), 
	     .B_invert(ALU_control[2]), 
	     .cin(W[30]), 
	     .operation(ALU_control[1:0]), 
	     .result(R[31]), 
	     .cout(W[31]));  
always @(*)
    begin
      if (!rst_n) 
      begin
        zero = 0;
        cout = 0;
        overflow = 0;
      end
      else begin
          result = R;
          cout = 0;  
          case(ALU_control)
              4'b0010: 
                begin
                if (~src1[31]&(~src2[31])&R[31])  overflow = 1;      
                if (src1[31]&src2[31]& (~R[31]))  overflow = 1;   
                if (W[31])  cout = 1;  
                end
              4'b0110: 
                  begin
                  if (src1[31]&~src2[31]&~R[31]) overflow = 1;     
                  if (~src1[31]&src2[31]&R[31])  overflow = 1;   
                  if (W[31])  cout = 1;  
                  end
          endcase 
            if (result == 32'b00000000000000000000000000000000) 
              zero = 1;
              else
              zero = 0;
      end 
    end  
endmodule
==> flow/run.sh <==
#!/bin/bash
# OpenROAD 26Q1-2900-gdf79404cd8, Yosys 0.63+post, stock flow scripts
make -C /OpenROAD-flow-scripts/flow DESIGN_CONFIG=/design/flow/config.mk WORK_HOME=/design/flow/orfs finish
==> flow/config.mk <==
export PLATFORM = sky130hd
export DESIGN_NAME = alu
export DESIGN_NICKNAME = alu
export VERILOG_FILES = /design/flow/design.v
export SDC_FILE = /design/flow/constraint.sdc
export NUM_CORES = 4
export LEC_CHECK = 1
export CORE_UTILIZATION = 30
==> flow/constraint.sdc <==
current_design alu

set clk_period 32.0
set clk_io_pct 0.2

create_clock -name clk0 -period $clk_period

set non_clock_inputs [all_inputs -no_clocks]
set_input_delay [expr $clk_period * $clk_io_pct] -clock clk0 $non_clock_inputs
set_output_delay [expr $clk_period * $clk_io_pct] -clock clk0 [all_outputs]
==> results.json <==
{
  "async_flop_share_pct": 0,
  "io-pin-count": 104,
  "synth-edff-count": 0,
  "place_area_mm2": 0.00419,
  "io_buffers": 104,
  "grt_pass1_vias": 2942,
  "relSlewSlack_pct": 62.6,
  "drt_iter0_drc": 120,
  "yosysUniqueCellTypes": 43,
  "design_area_mm2": 0.00419,
  "cp.arrival_ns": 22.49,
  "start_kind": "primary input",
  "period_minus_slack_ns": 28.89,
  "n_fill_cell": 996,
  "via_per_inst": 4.84,
  "drc_errors": 0,
  "layout-drive-gt1-share_pct": 4.20,
  "die_area_mm2": 0.0106,
  "postSynthCellCount": 363,
  "grt.overflow.total": 0,
  "endpoint": "zero",
  "syn_area_mm2": 0.00307,
  "post_cts_resized": 0,
  "area_leaders": "fa_1 (21%), dlxtp_1 (16%), xnor2_1 (12%)",
  "antenna_found_initial": 0,
  "ant_nets": 0,
  "ys_warn_count": 2,
  "gp_congestion": 0.882,
  "warnings": 35,
  "slowest_stage": "clkdlybuf4s50_1",
  "ys_seq_elements": 33,
  "finalClockPeriodUsage_pct": 90.3,
  "firstDrtPassIters": 4,
  "layout_top_cell": "clkdlybuf4s50_1",
  "slew_viol_final": 0,
  "hp-class": "in -> out",
  "tightestPinTransition_ns": 0.559,
  "worstHoldPathCells": 5,
  "grt.total_usage_pct": 18.2,
  "worst_ep_required_time_ns": 25.60,
  "ys_cells": 363,
  "report.final.hold_viol_count": 0,
  "worst_slack_ns": 3.11,
  "finalSetupTns_ns": 0,
  "endpoint_kind": "output pin",
  "pwr_density_cell_mw_per_mm2": 21.7,
  "avgSynthCellArea_um2": 8.44,
  "cp_max_fo": 2,
  "startpoint": "src1[0]",
  "routed_wl_mm": 8.95,
  "max_stage_delay_ns": 0.52,
  "ys.flop_type": "dlxtp_1",
  "setup_viol": 0,
  "yosys-stat-area_mm2": 0.00307,
  "combGateArea_mm2": 0.00234,
  "via_count": 2833,
  "untimed_endpoints": 66,
  "ir_worst_vdd_v": 0.00000822,
  "area_growth_syn_to_layout_pct": 36.6,
  "rsz0062_at_grt": "no",
  "core_area_mm2": 0.00982,
  "fp.dieW_um": 103,
  "drv_cap": 0,
  "num_rows": 36,
  "cts_hold_buffers": 0,
  "dieHeight_um": 103,
  "initCoreUtil_pct": 31.2,
  "dp_hpwl_mm": 7.15,
  "top_cell_area_share_pct": 20.9,
  "synth.largest_area_cell": "fa_1",
  "worst_path_most_repeated_cell": "fa_1",
  "path_class": "in -> out",
  "wl_per_cell_um": 15.3,
  "unclocked_pins": 33,
  "post_cts_buffers": 0,
  "fmax_mhz": 34.6,
  "status": "completed",
  "insertedDiodeCount": 0,
  "pre_cts_slack_ns": 3.02,
  "p_leak_nw": 1.64,
  "grt_max_degree": 41,
  "p_total_w": 0.0000910,
  "grt_pass1_wl_mm": 14.6,
  "layout_top_cells": "clkdlybuf4s50_1 (102), xnor2_1 (43), fa_1 (32), dlxtp_1 (32), nor2_1 (29)",
  "seq_area_um2": 495
}
## kinds of logic (layout without fill, tap and decap cells)
logic type	count (synthesis)	count (layout)	share of synthesized area, %
buf+inv	50	139	7.51
compound gates	76	76	15.2
mux	3	3	1.47
fa+ha+maj	47	47	26.2
simple gates	89	89	14.9
xor+xnor	65	65	18.6
latches	33	33	16.2
## worst max-delay path, delay by kind of cell
kind	cells	cell delay [ns]
compound gates	2	0.29
xor+xnor	1	0.17
fa+ha+maj	32	13.46
buf+inv	5	1.20
simple gates	4	0.97
## power breakdown
group,switching (W),leakage [nW],internal [W],total [W]
combinational,0.0000421,1.39,0.0000413,0.0000834
clock,0,0,0,0
sequential,0.00000106,0.256,0.00000658,0.00000763
total,0.0000431,1.64,0.0000479,0.0000910
## how the worst min path moves through the flow
stage	start	end	slack (ns)
after CTS	ALU_control[0]	zero	14.09
after global routing	rst_n	cout	14.16
final	ALU_control[0]	zero	14.08
## synth_stat cells, types with 4 or more instances
master	n
o31ai_1	5
inv_1	28
xnor2_1	43
nand2b_1	8
o22ai_1	20
nand4_1	4
o21ai_0	19
nand2_1	14
dlxtp_1	32
buf_6	4
nor3_1	10
and3_1	12
a21oi_1	18
buf_2	4
nor2_1	29
xor2_1	22
maj3_1	8
ha_1	4
clkbuf_1	8
fa_1	32
## sequential cells by signal, summed over array words and instances (netlist names)
name and count:
result 32, overflow 1
## per-layer routing
layer / global-route usage, % / share of wire (%) / vias to the layer above
met2: 29.9 / 47 / 108
li1: - / - / 1405
met4: 0.650 / 0.30 / 0
met3: 1.72 / 5.9 / 4
met1: 28.0 / 47 / 1316
met5: 0 / 0 / -
## area by class of cell
| cell class | count | area share [%] |
|---|---|---|
| Timing Repair Buffer | 110 | 25.7 |
| Multi-Input combinational cell | 280 | 55.9 |
| Inverter | 29 | 2.60 |
| Tap cell | 133 | 3.97 |
| Sequential cell | 33 | 11.8 |
## stage by stage
step | hold slack [ns] | utilization [%] | cells
floorplan | 12.90 | - | 363
global placement | 14.08 | 42.6 | 585
detailed placement | 14.08 | 42.6 | 585
CTS | 14.09 | 42.6 | 585
global route | 14.16 | 42.6 | 585
finish | 14.08 | 42.6 | 585
Power figures rest on the tool's default switching activity, not on a simulated workload.
