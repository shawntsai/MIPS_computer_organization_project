[design.v]
module Forwarding_unit(
            id_ex_rs_i,
            id_ex_rt_i,
            ex_mem_rd_i,
            mem_wb_rd_i,
            ex_mem_regwrite_i,
            mem_wb_regwrite_i,
            forwardA_o,
            forwardB_o
            );
input       ex_mem_regwrite_i;
input       mem_wb_regwrite_i;
input [5-1:0] id_ex_rs_i;
input [5-1:0] id_ex_rt_i;
input [5-1:0] ex_mem_rd_i;
input [5-1:0] mem_wb_rd_i;
output [2-1:0] forwardA_o;
output [2-1:0] forwardB_o;
reg [2-1:0] forwardA_o;
reg [2-1:0] forwardB_o;
always @(*) begin
    forwardA_o =0;  
    forwardB_o =0;  
    if (ex_mem_regwrite_i==1&& (ex_mem_rd_i != 0)  
        &&(ex_mem_rd_i==id_ex_rs_i)) begin
        forwardA_o = 2'b01; 
    end
    if (ex_mem_regwrite_i==1&&(ex_mem_rd_i != 0)  
        &&(ex_mem_rd_i == id_ex_rt_i)) begin
        forwardB_o = 2'b10; 
    end
    if(mem_wb_regwrite_i==1&&(mem_wb_rd_i !=0)
        &&
        !((ex_mem_regwrite_i==1&& (ex_mem_rd_i != 0)  
        &&(ex_mem_rd_i==id_ex_rs_i)))
        &&(mem_wb_rd_i == id_ex_rs_i)
        )begin
        forwardA_o = 2'b10;  
        end
    if (mem_wb_regwrite_i==1 && (mem_wb_rd_i !=0)
        &&
        !((ex_mem_regwrite_i==1&&(ex_mem_rd_i != 0)  
        &&(ex_mem_rd_i == id_ex_rt_i)))
        &&(mem_wb_rd_i == id_ex_rt_i)
        ) begin
        forwardB_o = 2'b01; 
    end
end
endmodule
[run.sh]
#!/bin/bash
# OpenROAD 26Q1-2900-gdf79404cd8, Yosys 0.63+post, stock flow scripts
make -C /OpenROAD-flow-scripts/flow DESIGN_CONFIG=/design/flow/config.mk WORK_HOME=/design/flow/orfs finish
[config.mk]
export PLATFORM = sky130hd
export DESIGN_NAME = Forwarding_unit
export DESIGN_NICKNAME = Forwarding_unit
export VERILOG_FILES = /design/flow/design.v
export SDC_FILE = /design/flow/constraint.sdc
export NUM_CORES = 4
export LEC_CHECK = 1
export CORE_AREA = 10 10 70 70
export DIE_AREA = 0 0 80 80
[constraint.sdc]
current_design Forwarding_unit

set clk_period 1.8
set clk_io_pct 0.2

create_clock -name clk0 -period $clk_period

set non_clock_inputs [all_inputs -no_clocks]
set_input_delay [expr $clk_period * $clk_io_pct] -clock clk0 $non_clock_inputs
set_output_delay [expr $clk_period * $clk_io_pct] -clock clk0 [all_outputs]
==> out/results.ini <==
[synthesis]
largest_area_cell = xnor2_1
top_logic_kind = XOR/XNOR gates
synthCells = 34
ys_cells = 34
yosysMostFrequentCell = xnor2_1
synth-simple-area-share_pct = 31.9
synthTopCellsByCount = xnor2_1 (16), xor2_1 (4)
syn-mean-instance-area_um2 = 7.95
mux_share_pct = 0
synth_adder_area_share_pct = 0
synthTopCellsByArea = xnor2_1 (52%), xor2_1 (13%), nor4_2 (9.3%)
top_cell_area_share_pct = 51.9
ys_sh_xor_pct = 64.8
synthAoiAreaFrac_pct = 3.24
syn-cell-area_um2 = 270
synth_cell_types = 10
ys_area_um2 = 270
yosys_warnings = 1
ys_seq_share_pct = 0

[final_layout]
drive_gt1_share_pct = 50.6
comb_area_um2 = 354
final_util_pct = 23.8
flops = 0
nFillCells = 372
flop_area_um2 = 0
area_growth_syn_to_layout_pct = 201
clock_buffers = 0

[detailed_routing]
totalWireLength_mm = 1.35
n_antenna_cell = 0
via_per_inst = 3.35
first_iter_violations = 7
drc_errors = 0
drt-pass1-iter-count = 2
ant_nets = 0
wire_per_inst_um = 10.6
vias = 425

[flow_run]
log.warning_count = 34
maxCapViolCount = 0

[sta]
slew_viol_final = 0
fin_crit_sh_pct = 111
rsz0062_at_grt = yes
setup_slack_ns = -0.196
maxSlewHeadroom_pct = 81.8
fin_setup_tns_ns = -0.432
hold_ws_ns = 1.20
max_freq_mhz = 501
hold_viol_final = 0
finalSetupViolations = 4
worst_pin_slew_ns = 0.273
period_needed_ns = 2.00

[power_and_ir_drop]
p_total_mw = 0.163
power-per-cell-area_nw_per_um2 = 201
ir_drop_uv = 32.6
internal_power_mw = 0.0976
clkPwrFrac_pct = 0
power_frac_seq_pct = 0
p_sw_mw = 0.0655
power.leakage_nw = 0.378
p_comb_share_pct = 100.0
sw_frac_of_total_pct = 40.1

[die]
die_h_um = 80
dieArea_um2 = 6400
rows = 21
fp.coreArea_um2 = 3420
die_x_um = 80
num_io_pins = 26
initial_utilization_pct = 7.91

[global_routing]
grt_pass1_vias = 454
gr-total-overflow = 0
grt_usage_pct = 3.77
grt_max_degree = 4
grt_first_pass_wirelength_mm = 2.02
antenna_found_initial = 0

[status]
violations = setup timing
status = finished with violations

[worst_hold_path]
hold_path.startpoint = id_ex_rt_i[1]
min_to = forwardB_o[0]
hold_class = in2out
holdPathStages = 5

[critical_path]
worstPathArrival_ns = 1.64
start_kind = input pin
crit_path_end_kind = primary output
required_ns = 1.44
critical_path_class = in2out
cp_max_fo = 2

[cts]
hold_buffers = 0

[place]
place.gp.congestion = 0.829
port_buffers = 26
hpwl_mm = 1.13

## power by group through the flow
stage	Clock [mW]	Combinational, mW	Sequential (mW)
4_1_cts	0	0.159	0
5_1_grt	0	0.175	0
6_report	0	0.163	0
## critical path, stage by stage
cell and delay (ns):
buf_6 0.09, or4_4 0.53, o21ai_4 0.20, nor4_4 0.07
buf_4 0.14, nor4_4 0.11, buf_2 0.13
## area by class of cell
cell class / count / area share, %
Tap cell: 46 / 7.08
Timing Repair Buffer: 47 / 49.4
Multi-Input combinational cell: 34 / 43.5
## metrics by stage
stage               cells  instance area [um^2]  setup WS (ns)
floorplan              34                   270          0.147
CTS                   126                   776         -0.271
detailed placement    124                   723         -0.889
global route          127                   813         -0.249
finish                127                   813         -0.196
global placement      124                   723         -0.882
## placed cells by master (no fill, tap or decap)
cell and n:
dlygate4sd2_1 10, xnor2_2 3, nand4_1 2, buf_2 4, dlymetal6s2s_1 6, nand2_1 2, clkbuf_2 2, or4_4 2
buf_6 4, nor4_2 1, xor2_1 4, nor4_4 3, xnor2_1 13, nor2_4 1, clkdlybuf4s50_1 1, clkdlybuf4s15_2 1
nand3_1 2, o21ai_4 1, buf_4 19
## worst max path at each step
stage                 depth (start not counted)  slack (ns)           start       endpoint
after CTS                                     7       -0.27  ex_mem_rd_i[3]  forwardB_o[0]
after global routing                          7       -0.25  ex_mem_rd_i[2]  forwardB_o[0]
final                                         7       -0.20  ex_mem_rd_i[1]  forwardB_o[0]
## kinds of logic after synthesis
group,after synthesis
AOI/OAI and AO/OA,1
and+or+nand+nor,13
xor gates and xnor gates,20
## layer usage
metal	routed length [um]	global-route usage, %
met1	610	4.62
met2	597	6.58
met3	138	1.25
met4	0	0
met5	0	0
## what timing repair did
| item | 4_1_cts | 5_1_grt |
|---|---|---|
| setup endpoints to repair | 4 | 4 |
| resized | 51 | 13 |
| buffers inserted | 2 | 1 |
| pin swaps | 11 | 8 |
Power is estimated from default activity; no workload was simulated.
